--- flow/design.v ---
module ram_single_port_v2(data_out, data_in, read_addr, write_addr, we_in, clk);
input [7:0] data_in;
input [5:0] read_addr,write_addr;
input we_in;
input clk;
output reg [7:0] data_out;
reg [7:0] ram[63:0];
always @(posedge clk) begin
	if (we_in)begin
		ram[write_addr] = data_in;
	end
	data_out = ram[read_addr];
end
endmodule
--- flow/run.sh ---
#!/bin/bash
# OpenROAD 26Q1-2900-gdf79404cd8, Yosys 0.63+post, stock flow scripts
make -C /OpenROAD-flow-scripts/flow DESIGN_CONFIG=/design/flow/config.mk WORK_HOME=/design/flow/orfs finish
--- flow/config.mk ---
export PLATFORM = sky130hd
export DESIGN_NAME = ram_single_port_v2
export DESIGN_NICKNAME = ram_single_port_v2
export VERILOG_FILES = /design/flow/design.v
export SDC_FILE = /design/flow/constraint.sdc
export NUM_CORES = 4
export LEC_CHECK = 1
export CORE_UTILIZATION = 30
--- flow/constraint.sdc ---
current_design ram_single_port_v2

set clk_period 7.1
set clk_io_pct 0.2

create_clock -name clk0 -period $clk_period [get_ports {clk}]

set non_clock_inputs [all_inputs -no_clocks]
set_input_delay [expr $clk_period * $clk_io_pct] -clock clk0 $non_clock_inputs
set_output_delay [expr $clk_period * $clk_io_pct] -clock clk0 [all_outputs]
==> notes.md <==
Main metrics from the flow reports.

The cell area after placement came out at 23200 sq um. Per the OpenROAD power report, leakage power amounts to 9.91 nW. The total global-route track usage is 24.5%. The starting density of the core is 30.5%. The chip area came out at roughly 73000 sq um. Entering global routing, the biggest net connects 65 pins. The DRC violation total after the first TritonRoute iteration came out at 1494. The number of iterations in the first detailed-routing pass is 5. The CTS log lists the clock sinks for this run as 520. The async set-or-reset flop fraction in the synthesized netlist is 0%.

The final tally of hold violations is 0. In this run the remaining antenna-violating nets after routing total 0. The depth of the worst register-to-register path is 6. The worst supply voltage drop on vdd is 0.173 mV. The number of global-route vias before repair is 16200. The run finished with clean final reports. Setup repair after global routing left no endpoint under its margin. Per the detail_route report, vias per standard cell equal 5.65. The peak fanout along the critical path came out at 16. By instance count after routing, the leading logic cell types are dfxtp_1 (520), mux2_2 (450), buf_4 (114).

The mean instance size in the synthesized netlist came out at 11.3 sq um. The number of hold buffers added after CTS was 0. The total length of routed wires is 87.1 mm.

The critical path is of the input pin to register type. The number of synthesized register bits is approximately 520. The type of element capturing the critical path is a register. The final setup TNS is 0 ps.

The number of setup buffers added after CTS is 0. The most instantiated logic cell after routing is dfxtp_1. Overall power consumption after layout is estimated at 7.21 mW. The number of ports placed on the die boundary is 30. In the Yosys report, the sequential cells make up 48.5% of the chip area. The commonest register cell is dfxtp_1. Counting instances, the worst hold path has a depth of 2. The worst-margin pin slew is around 1300 ps. In the final layout, the share of cells above drive strength 1 is between 30% and 40%. The cell area after layout is 25000 sq um. The tool warning count is 25.

The placement summary gives the final routability congestion estimate as 1.03. The DRC violation count after routing is 0. The floorplan die width came out at 270 um. The total of endpoints with negative setup slack in the final report came out at 0. The number of enable flip-flop cells is 0. According to the timing report, the data required time at the worst endpoint equals 7560 ps. The power per unit of standard cell area is ~290 nW/um^2. The instance count of the mapped netlist came out at 1895. The floorplan step defined a core boundary enclosing about 70000 sq um. As reported, the later end of the worst-skew pair has a clock insertion delay of 610 ps.

The residual overflow from global routing is 0. Detailed placement ended at an HPWL of 60.1 mm. The number of cells in the yosys synthesis report is 1895.

TritonCTS built the clock tree. The post-route clock skew is ~30 ps. The wire length of the first global-routing pass came out at approximately 120 mm. After clock tree synthesis, the repair step resized 0 gates. The clock passes through at most 3 buffers. The least setup slack across all paths after layout came out at 1080 ps. The tally of buffers added on design ports is 29. The cell total after placement is 2854.

The final design utilization came out at 35.5%. The worst min-delay path category is register to register. The area occupied by registers came out at 10400 sq um. The max-slew violation total from the final report came out at 0. The worst setup path is launched from an input pin. The layout-stage area growth over the synthesis result came out at 16.2%. The depth of the CTS H-tree came out at 2. Per the timing report, the achievable frequency comes out to 166 MHz. The final-layout worst hold slack came out at about 450 ps. The post-detailed-route wirelength per cell is between 20 and 30 um. Looking at the clock tree report, the root buffer type is clkbuf_16. The total via count after detailed routing came out at around 17000. Logged for this run, the post-placement worst setup slack is ~600 ps.

The normalized max-slew margin is a little over an eighth. The logic area is 10400 sq um. The filler cell count is slightly below 7000. On the critical path the data arrives at ~6500 ps. In the Yosys stats the netlist draws on 90 distinct library cells. The number of cell rows is 97. For this run, the chip area from Yosys synthesis comes to 21500 sq um. The final critical path time including I/O delays and setup is 6020 ps. The finished layout holds 2948 standard cells, fillers aside.

The vertical die dimension is 270 um. The combined area of all synthesized cells came out at 21500 sq um. The number of antenna violations at the first check in global routing came out at 2.

Across the run, the number of max-cap violations was 0. The period utilization is 84.7%. The yosys warning tally came out at 2. The register clock-pin slew on the reported worst setup and hold paths is 60 ps.

The number of clock buffers inserted by TritonCTS came out at 54.
[registers in the layout, summed over array words and instances, names as in the netlist]
signal,flops
ram,512
data_out,8
[cell usage after synthesis (9+ instances only)]
master	number	area, sq um
a21oi_1	22	110
a22o_1	28	245
a22oi_1	105	788
a32o_1	16	160
a32oi_1	49	429
and3_1	10	62.6
buf_2	10	50.1
buf_4	10	75.1
buf_6	9	101
clkbuf_1	92	345
dfxtp_1	520	10400
inv_1	23	86.3
mux2_1	10	113
mux2_2	450	5070
mux2i_1	10	100
nand2_1	103	387
nand3_1	35	175
nand4_1	22	138
nand4b_1	14	123
nor2_1	79	297
nor2b_1	16	100
nor4_1	12	75.1
o21ai_0	55	275
[critical path: stages]
cell	delay, ps
clkdlybuf4s50_1	830
buf_4	300
nor2b_1	490
and4_1	820
mux2_2	440
a22o_1	190
or4_1	470
nor4b_1	1090
and3_1	300
a31oi_1	100
[kinds of logic (layout without fill, tap and decap cells)]
group,Yosys count,after routing,synth area share [%]
multiplexers,473,473,24.8
buffers and inverters,148,260,3.13
AND-OR/OR-AND,350,350,12.4
AND/OR/NAND/NOR,404,404,11.2
flip-flops,520,520,48.5
other,0,1,0
[per-layer routing]
layer,up-vias,share of wire (%),track usage [%]
met3,197,10,7.64
met4,2,5.1,9.75
li1,7273,-,-
met1,8400,42,34.5
met5,-,0.015,0
met2,788,43,35.5
[worst paths after layout]
check	start	to	slack, ps
setup / recovery	write_addr[0]	data_out[4]$_DFF_P_	1080
hold / removal	ram[33][7]$_DFF_P_	ram[33][7]$_DFF_P_	450
setup reg to reg	ram[5][4]$_DFF_P_	data_out[4]$_DFF_P_	4080
hold reg to reg	ram[33][7]$_DFF_P_	ram[33][7]$_DFF_P_	450
[report_power, final]
| part | leakage [nW] | internal, mW | switching [mW] |
|---|---|---|---|
| combinational | 4.74 | 0.413 | 0.474 |
| sequential | 4.30 | 3.38 | 0.100 |
| clock | 0.857 | 1.67 | 1.18 |
| total | 9.91 | 5.46 | 1.75 |
[layout make-up]
cell class	count	share of cell area (%)
repair buffers	144	4.48
diodes	1	0.0100
clock buffers	83	6.33
inverters	23	0.346
well taps	940	4.71
flip-flops and latches	520	41.7
clock inverters	10	0.672
multi-input cells	1227	41.7
Power is estimated from default activity; no workload was simulated.
