[./run.sh]
#!/bin/bash
# OpenROAD 26Q1-2900-gdf79404cd8, Yosys 0.63+post, stock flow scripts
make -C /OpenROAD-flow-scripts/flow DESIGN_CONFIG=/design/flow/config.mk WORK_HOME=/design/flow/orfs finish
[./config.mk]
export PLATFORM = sky130hd
export DESIGN_NAME = ram_single_port_v1
export DESIGN_NICKNAME = ram_single_port_v1
export VERILOG_FILES = /design/flow/design.v
export SDC_FILE = /design/flow/constraint.sdc
export NUM_CORES = 4
export LEC_CHECK = 1
export CORE_UTILIZATION = 50
[./constraint.sdc]
current_design ram_single_port_v1

set clk_period 3.2
set clk_io_pct 0.2

create_clock -name clk0 -period $clk_period [get_ports {clk}]

set non_clock_inputs [all_inputs -no_clocks]
set_input_delay [expr $clk_period * $clk_io_pct] -clock clk0 $non_clock_inputs
set_output_delay [expr $clk_period * $clk_io_pct] -clock clk0 [all_outputs]
[./design.v]
module ram_single_port_v1(data_out,data_in, read_addr, write_addr, we_in, clk);
input [7:0] data_in;
input [5:0] read_addr,write_addr;
input we_in;
input clk;
output reg [7:0] data_out;
reg [7:0] ram[63:0];
always @(posedge clk) begin
	if (we_in) begin
		ram[write_addr] <= data_in;
	end
	data_out <= ram[read_addr];
end
endmodule
==> impl_metrics.json <==
{
  "outcome": "finished, final reports clean",
  "layout_min_cycle_time_ns": 2.35,
  "max_freq_ghz": 0.426,
  "ys_sh_adder": 0,
  "n_antenna_cell": 0,
  "r2r_start": "ram[21][6]$_DFFE_PP_",
  "cts_setup_buffers": 0,
  "comb_area_mm2": 0.00432,
  "power.leakage_nw": 7.55,
  "clk_latency_ns": 0.58,
  "clockBufferDepth": 3,
  "post_drt_wl_per_cell_um": 26.8,
  "syn-cell-area_mm2": 0.0202,
  "drc": 0,
  "synth-main-ff-cell": "edfxtp_1",
  "synthArstFlopShare": 0,
  "tool_warnings": 25,
  "num_rows": 73,
  "worstPathRequired_ns": 3.64,
  "cp_max_fo": 23,
  "fin_util": 0.591,
  "initCoreUtil": 0.508,
  "path_delay_family": "multiplexers",
  "slowest_delay_ns": 0.53,
  "startpoint_type": "input port",
  "cts-resized-gates": 0,
  "cts_sinks": 520,
  "top_area_cell": "edfxtp_1",
  "routed_wl_mm": 44.3,
  "grt_pass1_wl_mm": 66.9,
  "hold_viol": 0,
  "maxCapViolations": 0,
  "finalSetupTns_ns": 0,
  "die_w_um": 203,
  "yosys.area_share.aoi": 0.0207,
  "logic_family": "multiplexers",
  "clk_pin_slew_worst_paths_ns": 0.06,
  "finalCritPeriodShare": 0.733,
  "crit_buf_inv": 2,
  "r2r_end": "data_out[6]$_DFF_P_",
  "slew_headroom": 0.520,
  "place_congestion": 0.905,
  "worst_pin_slew_ns": 0.719,
  "yosys_warnings": 1,
  "rrSetupSlack_ns": 1.11,
  "power.density_mw_per_mm2": 616,
  "cp-end-kind": "flop",
  "portBuffers": 29,
  "htreeDepth": 2,
  "min_path_cells": 1,
  "edf_count": 512,
  "via_per_inst": 5.87,
  "final_layout_size_suffix_gt1_frac": 0.308,
  "crit_type": "input port to flop",
  "ys_top_cells_by_area": "edfxtp_1 76%, mux4_2 14%, nor2_1 1.5%",
  "grt_max_degree": 65,
  "antenna_found_initial": 0,
  "chip_area_mm2": 0.0411,
  "ys_seq_frac": 0.770,
  "die-height_um": 203,
  "core_mm2": 0.0397,
  "grt.overflow.total": 0,
  "ys_cells": 940,
  "grt_pass1_vias": 10700,
  "root_buffer": "clkbuf_16",
  "antenna_left": 0,
  "yosys_area_mm2": 0.0202,
  "skew_ns": 0.0113,
  "peakVddDrop_mv": 0.391,
  "rsz0062_at_grt": "false",
  "regArea_mm2": 0.0155,
  "critPathSlowestCell": "mux4_2",
  "slew_viol_final": 0,
  "netlist_instances": 940,
  "mux_share": 0.159,
  "setup_viol": 0,
  "xor_area_frac": 0,
  "hold_class": "input port to flop",
  "cts_tree": "yes",
  "worst_r2r_path_depth": 5,
  "yosys.area.top_type_share": 0.762,
  "track_usage": 0.255,
  "hold_start": "data_in[6]",
  "path_cells": "clkbuf_8 > buf_12 > mux4_2 > mux2_2 > o221a_2 > nor3_1 > o32ai_1",
  "ys_sh_simple": 0.0339,
  "hold_end": "ram[10][6]$_DFFE_PP_",
  "syn_area_per_cell_um2": 21.5,
  "dp_hpwl_mm": 27.8,
  "synth_flop_count": 520,
  "hold_buffers": 0,
  "first_pass_iters": 4,
  "vias": 9719,
  "drtIter0Drc": 553,
  "synth_cell_types": 40,
  "syn_to_final_growth_pct": 16.4,
  "worst-endpoint-arrival_ns": 2.79,
  "fill_cells": 2874,
  "numCtsBuffers": 51,
  "ios": 30
}
area by class of cell:
class / count / share of cell area
well taps: 525 / 0.0280
clock buffers: 63 / 0.0581
flip-flops and latches: 520 / 0.662
repair buffers: 147 / 0.0519
clock inverters: 32 / 0.0163
multi-input cells: 369 / 0.184
power by group:
group	internal [mW]	switching (mW)	leakage [nW]
sequential	7.54	0.0216	4.67
clock	3.69	2.48	0.839
combinational	0.309	0.425	2.04
kinds of logic after synthesis:
group / count (synthesis)
simple gates: 153
compound gates: 54
mux: 162
flops: 520
buf+inv: 51
registers in the layout, indices dropped and copies added, names as in the netlist:
register	flops
ram	512
data_out	8
cell usage after synthesis, drive strengths merged (4+ instances only):
library cell  instances
nor2b                14
mux2                 13
buf                  34
o221ai                8
o21ai                 4
mux2i                23
mux4                126
dfxtp                 8
edfxtp              512
nand2b                7
a221oi                6
a211oi                4
nand2                19
nor3                  7
nand3                13
o22ai                 8
clkbuf               17
nor2                 83
worst max-delay path by stage:
stage,start,endpoint,slack [ns],cells after the start
after CTS,read_addr[0],data_out[4]$_DFF_P_,0.82,7
after global routing,read_addr[0],data_out[4]$_DFF_P_,0.76,7
final,read_addr[0],data_out[4]$_DFF_P_,0.85,7
through the flow:
step / power [mW] / hold WS (ns) / instance area, µm² / instances / worst slack (ns)
2_1_floorplan: 8.09 / 0.718 / 20200 / 940 / 0.892
3_3_place_gp: 8.44 / 0.830 / 21700 / 1561 / 0.256
3_5_place_dp: 8.45 / 0.856 / 21700 / 1561 / 0.202
4_1_cts: 14.6 / 0.271 / 23500 / 1656 / 0.816
5_1_grt: 14.9 / 0.280 / 23500 / 1656 / 0.760
6_report: 14.5 / 0.294 / 23500 / 1656 / 0.853
placed cells by master, fill, tap and decap left out, types with 4 or more instances in the layout:
cell type	instances
o221ai_1	8
edfxtp_1	512
nor2b_1	14
nor3_1	7
mux2i_1	23
buf_12	7
nand3_1	13
nor2_1	83
clkinv_1	8
buf_2	9
clkbuf_16	53
mux4_2	126
a211oi_1	4
buf_4	113
o22ai_1	8
nand2b_1	7
clkinvlp_4	5
clkinv_2	7
dfxtp_1	8
clkbuf_1	10
a221oi_1	6
clkdlybuf4s50_1	17
nand2_1	19
bufinv_16	8
mux2_2	13
metal layers:
metal	share of wire	GRT usage
met3	0.14	0.158
met5	0	0
met2	0.47	0.357
met1	0.37	0.399
met4	0.021	0.0443
worst reg2reg max path: stages (launching register included):
cell and delay [ns]:
edfxtp_1 0.38, mux4_2 0.50, mux2_2 0.31, o221a_2 0.28
nor3_1 0.34, o32ai_1 0.14
Power is estimated from default activity; no workload was simulated.
