===== flow/constraint.sdc =====
current_design ram_single_port_v4

set clk_period 10.0
set clk_io_pct 0.2

create_clock -name clk0 -period $clk_period [get_ports {clk}]

set non_clock_inputs [all_inputs -no_clocks]
set_input_delay [expr $clk_period * $clk_io_pct] -clock clk0 $non_clock_inputs
set_output_delay [expr $clk_period * $clk_io_pct] -clock clk0 [all_outputs]

===== flow/config.mk =====
export PLATFORM = sky130hd
export DESIGN_NAME = ram_single_port_v4
export DESIGN_NICKNAME = ram_single_port_v4
export VERILOG_FILES = /design/flow/design.v
export SDC_FILE = /design/flow/constraint.sdc
export NUM_CORES = 4
export LEC_CHECK = 1
export CORE_UTILIZATION = 50

===== flow/run.sh =====
#!/bin/bash
# OpenROAD 26Q1-2900-gdf79404cd8, Yosys 0.63+post, stock flow scripts
make -C /OpenROAD-flow-scripts/flow DESIGN_CONFIG=/design/flow/config.mk WORK_HOME=/design/flow/orfs finish

===== flow/design.v =====
module ram_single_port_v4(data_out, data_in, read_addr, write_addr, we_in, clk);
input [7:0] data_in;
input [5:0] read_addr,write_addr;
input we_in;
input clk;
output [7:0] data_out;
reg [5:0] reg_address;
reg [7:0] ram[63:0];
always @(posedge clk) begin
	if (we_in)begin
		ram[write_addr] <= data_in;
	end
	reg_address <= read_addr;
end
assign data_out = ram[reg_address];
endmodule

==> job_summary.md <==
## Synthesis and layout report

| Metric | Value |
|---|---|
| Outcome | complete, no violations |
| YS chip area | 0.0201 sq mm |
| Largest register FFs | 512 |
| IO Count | 30 |
| Maximum vdd ir drop | 0.000177 V |
| Internal | 3.60 mW |
| DRC Markers | 0 |
| CP max-delay cell | dfxtp_4 |
| Ant diodes | 0 |
| H-Tree Level Count | 2 |
| GRT Total Usage | 26.2% |
| Hold Buf Count CTS | 0 |
| Tool Warnings | 25 |
| Post-route non-filler standard cell count | 1,579 |
| Final setup margin | 3.46 ns |
| Final Hold Fails | 0 |
| HP Class | input port to register |
| Worst slew margin | 34.7% |
| Gpl congestion | 0.848 |
| Synthesis-stage register bit count | 518 |
| Ys cells | 938 |
| Final Routed Wirelength | 45,200 um |
| Comb gate area | 0.00432 sq mm |
| Total grt overflow | 0 |
| Starting Density | 50.7% |
| Worst slack, placed | 3.94 ns |
| Clock share of power | 41.8% |
| Critical path depth in cells | 8 |
| Crit-path leading delay family | buffers and inverters |
| PD cells | 199 mW/mm^2 |
| Top cells, area | edfxtp_1 76%, mux4_2 14%, nor2_1 1.5% |
| RSZ-0062 raised after global routing | false |
| Vias per std cell | 6.00 |
| Leak | 7.09 nW |
| Crit path to | data_out[3] |
| Row Count | 73 |
| Yosys Warn Count | 1 |
| Max cap viols | 0 |
| CP startpoint kind | register |
| Slew at the pin closest to its max-slew limit | 0.976 ns |
| Crit Path Category | register to output port |
| Crit. End Element | output port |
| Via count | 9,481 |
| IO buf count | 29 |
| Area Overhead vs Synth | 12.9% |
| Synth top area share | 76.4% |
| DRT Pass-1 Iters | 6 |
| Final worst path period share | 65.4% |
| Slew Limit Fails | 0 |
| Mapped Avg Cell Area | 21.5 sq um |
| Routed length per instance | 28.6 um |
| CTS tree | built |
| TritonCTS Buffers | 51 |
| Die ar. | 0.0411 sq mm |
| NetSw | 0.919 mW |
| Post-CTS setup buffer count | 0 |
| Worst EP arrival | 4.54 ns |
| CP Cell Sequence | buf_4 > buf_4 > mux4_2 > nor2b_1 > a2111oi_0 > buf_4 > o41ai_1 > clkdlybuf4s50_1 |
| Final HPWL DP | 26,400 um |
| Core area | 0.0397 sq mm |
| Placed Cells | 1,484 |
| FMAX | 0.153 GHz |
| Vias in the first global route | 10,492 |
| WP data required | 8.00 ns |
| DRT antenna net count | 0 |
| Final Critical Period | 6.54 ns |
| Switching share of power | 20.3% |
| Register share after synthesis | 77.0% |
| Crit-path max FO | 37 |
| CTS resizes | 0 |
| Clock sink count | 518 |
| Sequential share of power | 53.4% |
| Top reg by flops | ram |
| Slowest stage delay, CP | 0.65 ns |
| 1st-iter DRT viols | 540 |
| Clock transition at path regs | 0.06 ns |
| Largest net degree at the start of global routing | 74 |
| Logic pwr share | 4.8% |
| Register area | 0.0155 sq mm |
| Die Height | 203 um |
| Fill count | 2,914 |
| Regs by FF count | ram (512) |
| Hold slack final | 1.85 ns |
| Post-synthesis cell count | 938 |
| Layout Utilization | 57.2% |
| Max Root-Sink Buffers | 3 |
| First-pass GRT wire length | 68,300 um |
| CP Buf/Inv Count | 4 |
| Synthesized area | 0.0201 sq mm |
| Cell Type Count | 40 |
| Setup violations, final | 0 |
| Setup TNS | 0 ns |
| Initial antenna violation count | 0 |
| Die Wd | 203 um |
| Area leader, netlist | edfxtp_1 |
| Layout cells sized above 1 | 25.7% |
| Cell mode on critical path | buf_4 |
| CTS root buffer | clkbuf_16 |
## power groups by stage
stage     Combinational, mW  Clock [mW]  Sequential [mW]
4_1_cts               0.222        1.93             2.41
5_1_grt               0.235        2.00             2.41
6_report              0.217        1.89             2.41
## metal layers
layer  track usage [%]  routed length [um]
met1              41.7               16900
met2              38.0               22000
met3              13.3                5120
met4              4.86                1100
met5              1.55                  87
## logic make-up (layout without fill, tap and decap cells)
kind of cell,Yosys count,after routing,share of synthesized area [%]
buf+inv,51,167,1.57
flops,518,518,77.0
simple gates,153,153,3.39
mux,162,162,16.0
compound gates,54,54,2.08
## per-stage QoR
step | area (sq um) | power (mW)
2_1_floorplan | 20100 | 2.58
3_3_place_gp | 21100 | 2.68
3_5_place_dp | 21100 | 2.68
4_1_cts | 22700 | 4.56
5_1_grt | 22700 | 4.65
6_report | 22700 | 4.52
## layout make-up
class | instances | area share [%]
clock buffers | 74 | 6.40
flip-flops and latches | 518 | 68.2
well taps | 525 | 2.89
repair buffers | 72 | 2.58
clock inverters | 21 | 0.903
multi-input cells | 369 | 19.0
## synthesized netlist by cell type
cell type / number
edfxtp_1: 512
a2111oi_0: 2
nand4b_1: 1
o22ai_1: 8
o221a_2: 2
mux2i_1: 23
nand2_1: 19
mux4_2: 126
buf_1: 4
or3_1: 1
o21ai_1: 2
nand3b_1: 3
o221ai_1: 8
nand3_1: 13
o21a_1: 2
buf_6: 4
a22oi_1: 3
buf_12: 2
buf_4: 13
a21oi_1: 3
o2bb2ai_1: 3
nand4_1: 2
and2_1: 1
a211oi_1: 4
o2111ai_1: 3
buf_2: 11
clkbuf_1: 17
o311ai_1: 1
nor2b_1: 14
nand2b_1: 7
mux2_2: 13
o32ai_1: 2
nor4_1: 2
a221oi_1: 6
nor3_1: 7
nor2_1: 83
a31oi_1: 1
o41ai_1: 2
dfxtp_1: 6
o21ai_0: 2
## cells in the final DEF, fill, tap and decap left out, types with 3 or more instances in the layout
| master | count |
|---|---|
| mux4_2 | 126 |
| buf_2 | 8 |
| clkbuf_1 | 16 |
| nand2b_1 | 7 |
| a22oi_1 | 3 |
| o2111ai_1 | 3 |
| o221ai_1 | 8 |
| o2bb2ai_1 | 3 |
| nor3_1 | 7 |
| clkbuf_16 | 53 |
| a211oi_1 | 4 |
| clkdlybuf4s50_1 | 21 |
| a221oi_1 | 6 |
| a21oi_1 | 3 |
| clkinv_1 | 4 |
| nand3b_1 | 3 |
| nor2b_1 | 14 |
| dfxtp_4 | 3 |
| mux2_2 | 13 |
| buf_4 | 42 |
| nand3_1 | 13 |
| mux2i_1 | 23 |
| clkbuf_8 | 5 |
| edfxtp_1 | 512 |
| clkinv_2 | 11 |
| o22ai_1 | 8 |
| bufinv_16 | 4 |
| nor2_1 | 83 |
| nand2_1 | 19 |
## worst min-delay path by stage
stage,startpoint,to,slack (ns),depth (start not counted)
4_1_cts,read_addr[3],register,1.83,1
5_1_grt,read_addr[3],register,1.85,1
6_report,read_addr[3],register,1.85,1
Power is estimated from default activity; no workload was simulated.
